==> flow/design.v <==
module general_mac_pe #(
  parameter int unsigned InDataWidth  = 8,
  parameter int unsigned NumInputs    = 1,
  parameter int unsigned OutDataWidth = 32
)(
  input  logic clk_i,
  input  logic rst_ni,
  input  logic signed [NumInputs-1:0][InDataWidth-1:0] a_i,
  input  logic signed [NumInputs-1:0][InDataWidth-1:0] b_i,
  input  logic a_valid_i,
  input  logic b_valid_i,
  input  logic [1:0] acc_mux_sel,
  input  logic signed [OutDataWidth-1:0] acc_north,
  input  logic signed [OutDataWidth-1:0] acc_west,
  output logic signed [NumInputs-1:0][InDataWidth-1:0] a_o_east,
  output logic signed [NumInputs-1:0][InDataWidth-1:0] b_o_south,
  output logic signed [OutDataWidth-1:0] acc_east,
  output logic signed [OutDataWidth-1:0] acc_south
);
  logic acc_valid;
  logic signed [NumInputs-1:0][InDataWidth-1:0] regA, regB;
  logic signed [OutDataWidth-1:0] mult_result;
  logic signed [OutDataWidth-1:0] acc_mux_in, c_o, accumulation_result;
  logic [1:0] reg_mux_sel;
  logic acc_clr_i;
  assign acc_south = c_o;
  assign acc_east  = c_o;
  assign a_o_east  = regA;
  assign b_o_south = regB;
  always_ff @(posedge clk_i or negedge rst_ni) begin
    if (!rst_ni) begin
      regA <= '0;
      regB <= '0;
    end else begin
      if(a_valid_i)
        regA <= a_i;
      else
        regA <= '0;
      if(b_valid_i)
        regB <= b_i;
      else
        regB <= '0;
    end
  end
  always_comb begin
    mult_result = '0;
    for (int i = 0; i < NumInputs; i++) begin
      mult_result += $signed(regA[i]) * $signed(regB[i]);
    end
  end
  always_comb begin
    accumulation_result = mult_result + c_o;
  end
  always_ff @(posedge clk_i or negedge rst_ni) begin
    if (!rst_ni) begin
      c_o <= '0;
    end else if (acc_valid) begin
      c_o <= acc_mux_in;
    end else if (acc_clr_i) begin
      c_o <= '0;
    end else begin
      c_o <= c_o;
    end
  end
  always_comb begin
    case (acc_mux_sel)
      2'b00: begin 
        acc_mux_in = accumulation_result;  
        acc_clr_i  =  0;
        acc_valid  =  1;
      end
      2'b01: begin
        acc_mux_in = acc_north;  
        acc_clr_i  =  0;
        acc_valid  =  1;
      end
      2'b10: begin
        acc_mux_in = acc_west;   
        acc_clr_i  =  0;
        acc_valid  =  1;
      end
      2'b11: begin
        acc_mux_in = '0;         
        acc_clr_i  =  1;         
        acc_valid  =  0;
      end
      default: begin
        acc_mux_in = '0;
        acc_clr_i  =  0;         
        acc_valid  =  0;
      end
    endcase
  end
endmodule
==> flow/constraint.sdc <==
current_design general_mac_pe

set clk_period 18.7
set clk_io_pct 0.2

create_clock -name clk0 -period $clk_period [get_ports {clk_i}]

set non_clock_inputs [all_inputs -no_clocks]
set_input_delay [expr $clk_period * $clk_io_pct] -clock clk0 $non_clock_inputs
set_output_delay [expr $clk_period * $clk_io_pct] -clock clk0 [all_outputs]
==> flow/config.mk <==
export PLATFORM = sky130hd
export DESIGN_NAME = general_mac_pe
export DESIGN_NICKNAME = general_mac_pe
export VERILOG_FILES = /design/flow/design.v
export SDC_FILE = /design/flow/constraint.sdc
export NUM_CORES = 4
export LEC_CHECK = 1
export CORE_UTILIZATION = 40
==> flow/run.sh <==
#!/bin/bash
# OpenROAD 26Q1-2900-gdf79404cd8, Yosys 0.63+post, stock flow scripts
make -C /OpenROAD-flow-scripts/flow DESIGN_CONFIG=/design/flow/config.mk WORK_HOME=/design/flow/orfs finish
==> flow_metrics.tcl <==
# metrics dict for downstream scripts
set metrics [dict create \
    yosysChipArea_mm2 0.00753 \
    clk_transition_reported_paths_ns 0.07 \
    yosys-stat-cells 730 \
    slew_headroom 0.490 \
    drc 0 \
    grt_pass1_wl_um 31800 \
    slowest_delay_ns 0.59 \
    top_layer "met4" \
    dr.first_iter.drc_count 273 \
    worst_ep_required_time_ns 18.91 \
    final.min_clock_period_ns 5.86 \
    via_per_inst 5.19 \
    crit_buf_inv 3 \
    seqCellArea_mm2 0.00120 \
    fp_util 0.414 \
    antenna_cells 0 \
    grt_pass1_vias 6148 \
    portBuffers 165 \
    avgRoutedWirePerCell_um 17.2 \
    first_pass_iters 21 \
    syn-cell-area_mm2 0.00753 \
    wl_met2_um 8490 \
    synth_top_flop_cell "dfrtp_1" \
    ant_nets 0 \
    globalplace.congestion 0.923 \
    worst-slew-pin-transition_ns 0.764 \
    ios 166 \
    grtUsageTotal 0.220 \
    cts_hold_buf 0 \
    yosysWarnings 1 \
    cts_setup_buffers 0 \
    clkLatencyLatePin_ns 0.30 \
    leakage_nw 4.41 \
    die_w_um 139 \
    outcome "finished clean" \
    rsz0062_at_grt "no" \
    clk_path_buf_depth 2 \
    area_delta_synth_final_pct 24.6 \
    crit_type "reg2reg" \
    worstHoldPathType "reg2reg" \
    cp-end-kind "flip-flop" \
    maxClockFrequency_ghz 0.171 \
    routed_wl_um 18700 \
    cp_max_fo 25 \
    cts_max_level 2 \
    period_used_share 0.313 \
    die_area_mm2 0.0194 \
    layout-drive-gt1-share 0.0326 \
    core_region_area_mm2 0.0182 \
    cts_made_buffers 5 \
    logic_area_mm2 0.00565 \
    synth.avg_cell_area_um2 10.3 \
    edf_count 0 \
    grt_start_max_net_pins 66 \
    overflow 0 \
    p_per_area_mw_per_mm2 128 \
    path_cells "and2_2 > buf_4 > inv_1 > fa_1 > inv_1 > fa_1 > fa_1 > fa_1 > fa_1 > ha_1 > o21ai_1 > o21ai_1 > nand3_1 > a31oi_2 > a21oi_1 > o21ai_2 > xnor2_1 > a211oi_1" \
    cp-start-kind "flip-flop" \
    synth-async-reset-ratio 1.00 \
    finalSetupViolations 0 \
    synth_seq_share 0.159 \
    peakVddDrop_uv 66.4 \
    synthCells 730 \
    rows 49 \
    hold_violations 0 \
    crit_family "adder cells" \
    drv_cap 0 \
    ys_ff 48 \
    cts_resized 0 \
    drv_slew 0 \
    synth.distinct_cells 46 \
    vias 5644 \
    dp_hpwl_um 15200 \
    fill_cells 1560 \
    slowest_stage "fa_1" \
    place_inst 1080 \
    die_y_um 139 \
    crit_top_cell "fa_1" \
    finalNonFillerCells 1088 \
    skew_ns 0.00392 \
    cts.sinks 48 \
    root_buffer "clkbuf_16" \
    tritoncts "done" \
    m1WireLength_um 8460 \
    tns_ns 0 \
    warnings 29 \
    route.met3.wl_um 1610 \
    arrival_ns 6.07 \
    grt_antenna_before_repair 0 \
]
[logic make-up after synthesis]
kind of cell,after synthesis,share of synthesized area
adders and majority gates,209,0.483
and+or+nand+nor,155,0.104
buffers and inverters,150,0.0910
AOI/OAI and AO/OA,137,0.127
DFF,48,0.159
xor gates and xnor gates,29,0.0337
muxes,2,0.00266
[tightest hold or removal path: stages (launching register included)]
cell     delay (ns)
dfrtp_1        0.39
ha_1           0.15
a21oi_1        0.05
nor2_1         0.08
[cell usage in the layout (no fill, tap or decap), types with 6 or more instances in the layout]
cell type / n
a211oi_1: 26
a21o_1: 7
a21oi_1: 31
a221oi_1: 25
a22oi_1: 7
and2_1: 48
buf_4: 7
clkdlybuf4s50_1: 164
dfrtp_1: 48
fa_1: 136
ha_1: 72
inv_1: 98
nand2_1: 44
nand3_1: 6
nor2_1: 34
o21ai_0: 12
o21ai_1: 11
xnor2_1: 18
xor2_1: 11
[layer usage]
layer  GRT usage  up-vias
met5           0        -
met4      0.0111        0
met3      0.0785        5
met2       0.327      194
met1       0.342     2802
li1            -     2643
[through the flow]
step	instance area [um2]	hold WS, ns	total power, mW	util	setup WS, ns
6_report	9380	0.702	1.20	0.515	12.84
5_1_grt	9380	0.784	1.36	0.515	12.35
4_1_cts	9380	0.703	1.22	0.515	12.77
3_5_place_dp	9210	0.682	1.09	0.506	12.85
3_3_place_gp	9210	0.674	1.09	0.506	12.83
2_1_floorplan	7530	0.604	0.822	-	12.97
[layout make-up]
class,instances,area share
clock buffers,6,0.0148
clock inverters,2,0.00413
inverters,99,0.0396
multi-input cells,532,0.602
flip-flops and latches,48,0.128
well taps,229,0.0305
repair buffers,172,0.181
[power breakdown]
group | switching (mW) | total [mW] | internal [mW]
clock | 0.0452 | 0.112 | 0.0672
sequential | 0.0434 | 0.177 | 0.134
combinational | 0.466 | 0.915 | 0.450
[path summary, 6_finish.rpt]
| kind | slack (ns) | cells after the start | end | from |
|---|---|---|---|---|
| min reg2reg | 0.70 | 3 | c_o[0] | c_o[0] |
| max reg2reg | 12.84 | 18 | c_o[29] | regB[0] |
| min | 0.70 | 3 | c_o[0] | c_o[0] |
| min in group asynchronous | 3.55 | 2 | c_o[4] | rst_ni |
| max | 12.84 | 18 | c_o[29] | regB[0] |
| max in group asynchronous | 14.67 | 2 | c_o[19] | rst_ni |
[sequential cells by signal (all words and copies together) (netlist names)]
signal  flops
regB        8
c_o        32
regA        8
[cell usage after synthesis, drive strengths merged (2+ instances only)]
| library cell | n | share of area |
|---|---|---|
| fa | 136 | 0.36 |
| inv | 98 | 0.049 |
| ha | 73 | 0.12 |
| and2 | 49 | 0.041 |
| dfrtp | 48 | 0.16 |
| nand2 | 45 | 0.023 |
| buf | 35 | 0.034 |
| nor2 | 34 | 0.017 |
| a21oi | 31 | 0.021 |
| a211oi | 27 | 0.028 |
| a221oi | 25 | 0.029 |
| o21ai | 24 | 0.016 |
| xnor2 | 18 | 0.021 |
| clkbuf | 16 | 0.0080 |
| xor2 | 11 | 0.013 |
| a21o | 7 | 0.0070 |
| a22oi | 7 | 0.0070 |
| nand3 | 6 | 0.0040 |
| o21bai | 6 | 0.0065 |
| nand2b | 5 | 0.0042 |
| or3 | 5 | 0.0042 |
| a31oi | 3 | 0.0042 |
| nand4 | 3 | 0.0025 |
| mux2i | 2 | 0.0027 |
| nand3b | 2 | 0.0020 |
| nor2b | 2 | 0.0017 |
| o211ai | 2 | 0.0027 |
No activity file was given, so power comes from the tool's default toggle rates.
