File: flow/constraint.sdc
current_design register_chain

set clk_period 1.0
set clk_io_pct 0.2

create_clock -name clk0 -period $clk_period [get_ports {clk_i}]

set non_clock_inputs [all_inputs -no_clocks]
set_input_delay [expr $clk_period * $clk_io_pct] -clock clk0 $non_clock_inputs
set_output_delay [expr $clk_period * $clk_io_pct] -clock clk0 [all_outputs]
File: flow/run.sh
#!/bin/bash
# OpenROAD 26Q1-2900-gdf79404cd8, Yosys 0.63+post, stock flow scripts
make -C /OpenROAD-flow-scripts/flow DESIGN_CONFIG=/design/flow/config.mk WORK_HOME=/design/flow/orfs finish
File: flow/design.v
module register_chain #(
  parameter int Depth     = 3,
  parameter int DataWidth = 8
)(
  input  logic                     clk_i,
  input  logic                     rst_ni,
  input  logic [DataWidth-1:0]     data_in_i,
  output logic [DataWidth-1:0]     data_out_o
);
  logic [DataWidth-1:0] registers [0:Depth-1];
  always_ff @(posedge clk_i or negedge rst_ni) begin
    if (!rst_ni) begin
      for (int i = 0; i < Depth; i++) begin
        registers[i] <= '0;
      end
    end else begin
      registers[0] <= data_in_i;
      for (int i = 1; i < Depth; i++) begin
        registers[i] <= registers[i-1];
      end
    end
  end
  assign data_out_o = registers[Depth-1];
endmodule
File: flow/config.mk
export PLATFORM = sky130hd
export DESIGN_NAME = register_chain
export DESIGN_NICKNAME = register_chain
export VERILOG_FILES = /design/flow/design.v
export SDC_FILE = /design/flow/constraint.sdc
export NUM_CORES = 4
export LEC_CHECK = 1
export CORE_AREA = 10 10 88 88
export DIE_AREA = 0 0 98 98
==> changes_impl.md <==
## Flow update

- Worst EP arrival: 0.74 ns
- Total congestion overflow: 0
- Tool warnings: 25
- Syn avg cell area: 25.0 um^2
- Max Freq: 1.06 GHz
- Setup crit start: registers[2][6]
- Drt pass-1 iters: 2
- CP Class: flop to output pin
- CTS Hold Bufs: 0
- DRC viols: 0
- Vias per cell: 2.08
- H-Tree Level Count: 1
- Antenna viol nets, final: 0
- Die width: 98 um
- Late-Pin Clk Latency: 0.25 ns
- CTS root buf: clkbuf_8
- Biggest regs: registers: 24 flops
- Die ar.: 9600 um^2
- Crit path buffers/inverters: 1
- Core ar.: 5920 um^2
- Pwr/cell area: 1820 nW/um^2
- Count leader, synth: dfrtp_1
- Vias in the first global route: 286
- Post-Syn Instances: 24
- # placed instances: 117
- Distinct cells, synth: 1
- Setup TNS: 0 ns
- Multi-In Gates: 0
- Num CTS Buffers: 3
- Layout cells sized above 1: 26.7%
- Synth Flop Type: dfrtp_1
- Worst-path clk slew: 0.07 ns
- EDFF count, synth: 0
- DR iter-0 viols: 2
- TritonCTS clock tree: done
- Sequential area share after synthesis: 100%
- Die height: 98 um
- Fin Clk Skew: 0.000799 ns
- Max FFs per register: 24
- Total track usage: 2.07%
- Yosys top cell by area: dfrtp_1
- Status: finished, final reports clean
- Hold Vio Cnt, Final: 0
- Finished Core Util: 15.0%
- Final min period: 0.945 ns
- Final slew viol count: 0
- Worst r2r src: registers[0][4]
- Data required time at the worst endpoint: 0.80 ns
- Worst Setup Start Kind: flop
- FP Core Util: 10.1%
- Pin count of the biggest net entering global routing: 25
- Postcts setup bufs: 0
- Aoi share: 0%
- WL final: 1000 um
- Crit-path leading delay family: flip-flops
- Worst Setup End Kind: output pin
- Simple Share, Synth: 0%
- Main area contributors: dfrtp_1 (100%)
- Post-Layout Cell Count: 120
- Max FO, Critical Path: 1
- Io pins: 18
- Xor and xnor area share after synthesis: 0%
- Top reg by flops: registers
- Setup ws final: 0.0551 ns
- Clock sinks: 24
- Vias: 249
- Final Cycle Share: 94.5%
- Post-CTS Resized: 29
- Seq cells post-synth: 24
- Area Growth Syn to Fin: 47.5%
- Tightest Pin Transition: 0.124 ns
- WL/cell: 8.37 um
- Crit-path slowest cell: dfrtp_1
- Post-Syn Area: 601 um^2
- Pre-CTS setup slack: -0.00340 ns
- Deepest clock path buffer count: 2
- Max incr delay on CP: 0.37 ns
- Synth async-reset ratio: 100%
- Max-area cell share: 100%
- Ant diodes: 0
- RSZ-0062 raised after global routing: false
- Logic area: 0 um^2
- Count of input and output buffers: 17
- Global-route wire length before repair: 1550 um
- Yosys Instances: 24
- Row count: 28
- Leakage Power: 0.377 nW
- CP cell instances: buf_2
- Area fraction in mux cells: 0%
- Placer Congestion: 0.680
- Worst vdd ir: 0.000531 V
- Slew HR: 91.7%
- Adders+Majority by Area: 0%
- Final Setup Violations: 0
- Hold Crit Class: input pin to async pin
- Ys Warns: 2
- Max cap viols: 0
- Initial antenna violation count: 0
- Commonest cells post-synth: dfrtp_1 (24)
- YS chip area: 601 um^2
-- through the flow --
step	power [mW]	hold slack (ns)	instance area, um^2
2_1_floorplan	1.04	-0.0956	601
3_3_place_gp	1.14	0.333	885
3_5_place_dp	1.15	0.335	885
4_1_cts	1.64	0.291	886
5_1_grt	1.69	0.303	886
6_report	1.62	0.289	886
-- layout make-up --
type	count	area, um^2
clock buffers	3	41.3
fillers	636	5030
flip-flops and latches	24	601
well taps	75	93.8
repair buffers	18	150
-- per-layer routing --
layer	track usage [%]	vias up	wire length (um)
met3	1.71	3	154
met2	2.44	16	355
met1	2.82	115	475
li1	-	115	-
met5	0	-	0
met4	0.336	0	19
-- report_power, final --
| part | internal, mW | switching, mW | leakage, nW | total (mW) |
|---|---|---|---|---|
| clock | 0.268 | 0.241 | 0.0216 | 0.509 |
| sequential | 1.02 | 0.0109 | 0.280 | 1.03 |
| combinational | 0.0489 | 0.0285 | 0.0761 | 0.0774 |
-- path summary, 6_finish.rpt --
path                                   end  cells after the start  slack [ns]
hold reg to reg            registers[1][5]                      0        0.35
setup / recovery             data_out_o[6]                      1        0.06
setup reg to reg           registers[1][4]                      0        0.53
max in group asynchronous  registers[1][6]                      2        0.57
min in group clk0          registers[1][5]                      0        0.35
hold / removal             registers[2][4]                      2        0.29
-- layout by cell type (no fill, tap or decap) --
| cell | synthesis | routed |
|---|---|---|
| clkdlybuf4s50_1 | 0 | 9 |
| clkbuf_8 | 0 | 3 |
| buf_2 | 0 | 8 |
| buf_12 | 0 | 1 |
| dfrtp_1 | 24 | 24 |
-- cell families after synthesis --
family,after synthesis
flip-flops,24
Power and IR drop assume default switching activity.
