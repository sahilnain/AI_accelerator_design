## flow/run.sh

```bash
#!/bin/bash
# OpenROAD 26Q1-2900-gdf79404cd8, Yosys 0.63+post, stock flow scripts
make -C /OpenROAD-flow-scripts/flow DESIGN_CONFIG=/design/flow/config.mk WORK_HOME=/design/flow/orfs finish
```

## flow/config.mk

```make
export PLATFORM = sky130hd
export DESIGN_NAME = gemm_controller
export DESIGN_NICKNAME = gemm_controller
export VERILOG_FILES = /design/flow/design.v
export SDC_FILE = /design/flow/constraint.sdc
export NUM_CORES = 4
export LEC_CHECK = 1
export CORE_UTILIZATION = 50
```

## flow/constraint.sdc

```tcl
current_design gemm_controller

set clk_period 9.2
set clk_io_pct 0.2

create_clock -name clk0 -period $clk_period [get_ports {clk_i}]

set non_clock_inputs [all_inputs -no_clocks]
set_input_delay [expr $clk_period * $clk_io_pct] -clock clk0 $non_clock_inputs
set_output_delay [expr $clk_period * $clk_io_pct] -clock clk0 [all_outputs]
```

## flow/design.v

```verilog
module ceiling_counter #(
  parameter int Width      = 8,
  parameter int HasCeiling = 1
) (
  input  logic             clk_i,
  input  logic             rst_ni,        
  input  logic             tick_i,
  input  logic             clear_i,       
  input  logic [Width-1:0] ceiling_i,
  output logic [Width-1:0] count_o,
  output logic             last_value_o
);
  always_ff @(posedge clk_i or negedge rst_ni) begin
    if (!rst_ni) begin
      count_o <= '0;
    end else if (clear_i) begin
      count_o <= '0;
    end else if (tick_i) begin
      if (HasCeiling) begin
        if (count_o < (ceiling_i - 1'b1))
          count_o <= count_o + 1'b1;
        else count_o <= '0;
      end else begin
        count_o <= count_o + 1'b1;
      end
    end
  end
  always_comb begin
    if (HasCeiling) begin
      last_value_o = (count_o == (ceiling_i - 1'b1)) && tick_i;
    end else begin
      last_value_o = (&count_o) && tick_i;
    end
  end
endmodule
module gemm_controller #(
  parameter int unsigned AddrWidth = 16
)(
  input  logic clk_i,
  input  logic rst_ni,
  input  logic start_i,
  input  logic input_valid_i,
  output logic result_valid_o,
  output logic busy_o,
  output logic done_o,
  input  logic [AddrWidth-1:0] M_size_i,
  input  logic [AddrWidth-1:0] K_size_i,
  input  logic [AddrWidth-1:0] N_size_i,
  output logic [AddrWidth-1:0] M_count_o,
  output logic [AddrWidth-1:0] K_count_o,
  output logic [AddrWidth-1:0] N_count_o
);
  logic move_K_counter;
  logic move_N_counter;
  logic move_M_counter;
  logic move_counter;
  assign move_K_counter = move_counter;
  logic clear_counters;
  logic last_counter_last_value;
  typedef enum logic [1:0] {
    ControllerIdle,
    ControllerBusy,
    ControllerFinish
  } controller_state_t;
  controller_state_t current_state, next_state;
  assign busy_o = (current_state == ControllerBusy  ) ||
                  (current_state == ControllerFinish);
  ceiling_counter #(
    .Width        (      AddrWidth ),
    .HasCeiling   (              1 )
  ) i_K_counter (
    .clk_i        ( clk_i          ),
    .rst_ni       ( rst_ni         ),
    .tick_i       ( move_K_counter ),
    .clear_i      ( clear_counters ),
    .ceiling_i    ( K_size_i       ),
    .count_o      ( K_count_o      ),
    .last_value_o ( move_N_counter )
  );
  ceiling_counter #(
    .Width        (      AddrWidth ),
    .HasCeiling   (              1 )
  ) i_N_counter (
    .clk_i        ( clk_i          ),
    .rst_ni       ( rst_ni         ),
    .tick_i       ( move_N_counter ),
    .clear_i      ( clear_counters ),
    .ceiling_i    ( N_size_i       ),
    .count_o      ( N_count_o      ),
    .last_value_o ( move_M_counter )
  );
  ceiling_counter #(
    .Width        (               AddrWidth ),
    .HasCeiling   (                       1 )
  ) i_M_counter (
    .clk_i        ( clk_i                   ),
    .rst_ni       ( rst_ni                  ),
    .tick_i       ( move_M_counter          ),
    .clear_i      ( clear_counters          ),
    .ceiling_i    ( M_size_i                ),
    .count_o      ( M_count_o               ),
    .last_value_o ( last_counter_last_value )
  );
  always_ff @(posedge clk_i or negedge rst_ni) begin
    if (!rst_ni) begin
      current_state <= ControllerIdle;
    end else begin
      current_state <= next_state;
    end
  end
  always_comb begin
    next_state     = current_state;
    clear_counters = 1'b0;
    move_counter   = 1'b0;
    result_valid_o = 1'b0;
    done_o         = 1'b0;
    case (current_state)
      ControllerIdle: begin
        if (start_i) begin
          move_counter = input_valid_i;
          next_state   = ControllerBusy;
        end
      end
      ControllerBusy: begin
        move_counter = input_valid_i;
        if (last_counter_last_value) begin
          next_state = ControllerFinish;
        end else if (input_valid_i
                     && K_count_o == '0 
                     && (M_count_o != '0 || N_count_o != '0)) begin
          result_valid_o = 1'b1;
        end
      end
      ControllerFinish: begin
        done_o         = 1'b1;
        result_valid_o = 1'b1;
        clear_counters = 1'b1;
        next_state     = ControllerIdle;
      end
      default: begin
        next_state = ControllerIdle;
      end
    endcase
  end
endmodule
```

==> flow_metrics.tcl <==
# place-and-route summary
set metrics [dict create \
    run_status "finished with violations" \
    failed_checks "design-rule violations" \
    die.size.y_um 97.77 \
    htree_levels 2 \
    postSynthCellCount 538 \
    num_vias 4282 \
    hold_class "reg -> reg" \
    worstSetupPathType "in -> out" \
    worstPathCellList "clkdlybuf4s50_1 > nor4_1 > nand2_1 > nor4_1 > nand2_1 > xor2_1 > ha_1 > nand4_1 > nor4_2 > nand3_2 > o31ai_1 > o31ai_1 > clkdlybuf4s50_1" \
    drtIter0Drc 222 \
    top_usage_layer "met1" \
    p_switching_uw 161.4 \
    min_period_over_period_pct 83.17 \
    worstPathRequired_ns 7.36 \
    dr.pass1.iters 45 \
    vdd_drop_max_mv 0.09005 \
    power.internal_uw 367.1 \
    total_number_of_warnings_across_the_stage_logs 29 \
    r2r_start "i_N_counter.count_o[13]" \
    post_cts_hold_buffer_count 0 \
    grt.met3_usage_pct 2.544 \
    power.sequential.fraction_pct 49.5 \
    place_congestion 0.9101 \
    clk_latency_ns 0.30 \
    holdPathStages 2 \
    timing.slew.headroom_pct 46.65 \
    beginning_of_the_critical_path "N_size_i[3]" \
    timing.final.max_slew_violations 0 \
    layout_top_cell_excl_fill_tap "sky130_fd_sc_hd__clkdlybuf4s50_1" \
    final_layout_top_logic_cells "101 x sky130_fd_sc_hd__clkdlybuf4s50_1, 64 x sky130_fd_sc_hd__nor2_1, 57 x sky130_fd_sc_hd__nand2_1, 57 x sky130_fd_sc_hd__ha_1, 50 x sky130_fd_sc_hd__dfrtp_1" \
    crit_path_end_kind "primary output" \
    clk_pin_slew_worst_paths_ns 0.10 \
    placeableCoreArea_um2 8806 \
    global_route_wire_length_before_repair_um 19130 \
    drive_gt1_share_pct 3.571 \
    grt_antenna_before_repair 0 \
    stdcell_area_um2 5807 \
    groute.usage.overall_pct 25.05 \
    chip_area_um2 9558 \
    synth-edff-count 0 \
    place_area_um2 5722 \
    fmaxAchievable_ghz 0.1307 \
    number_of_instances_resized_during_post_cts_repair 0 \
    maxCapViolCount 0 \
    reg2regPathDepth 7 \
    die_w_um 97.77 \
    routed_wire_length_per_instance_um 14.82 \
    total_cell_area_reported_by_yosys_after_synthesis_um2 4586 \
    setup_viol 0 \
    drcViolationCount 14 \
    port-buffer-count 102 \
    synthesis.area_per_instance_um2 8.524 \
    hold_viol_final 0 \
    max_slew.worst_pin.slew_ns 0.7982 \
    share_clk_of_total_power_pct 24.2 \
    worstPathMaxFanout 4 \
    timing.final.crit_period_ns 7.651 \
    detailed_place_hpwl_um 8737 \
    yosys.stat.seqShare_pct 27.86 \
    fp_util_pct 52.07 \
    clk_path_buf_depth 2 \
    grt_remaining_overflow 0 \
    root_buffer "sky130_fd_sc_hd__clkbuf_8" \
    async_reset_ff_share_pct 100.0 \
    met1_layer_usage_reported_by_global_route_pct 39.61 \
    final.setup_skew_ns 0.008863 \
    insertedDiodeCount 0 \
    yosysTopAreaCellShare_pct 27.29 \
    synthTopCellsByArea "sky130_fd_sc_hd__dfrtp_1 27%, sky130_fd_sc_hd__ha_1 16%, sky130_fd_sc_hd__xnor2_1 8.0%" \
    yosysCellCount 538 \
    timing.critical_path.slowest_cell_delay_ns 0.58 \
    syn_area_um2 4586 \
    synth.ff_latch_count 51 \
    comb_power_share_pct 26.3 \
    cp-start-kind "input port" \
    std_cell_rows 34 \
    ant_nets 0 \
    critical_path.slowest_cell "sky130_fd_sc_hd__nor4_2" \
    total_wire_length_after_detailed_routing_um 11150 \
    io_pins 103 \
    syn_to_final_growth_pct 26.63 \
    cellPowerDensity_nw_per_um2 91.00 \
    p_leak_nw 2.393 \
    cp_data_arrival_time_ns 5.81 \
    post-synth-top-area-cell "sky130_fd_sc_hd__dfrtp_1" \
    via_count_of_the_first_global_routing_pass 4009 \
    maximum_number_of_pins_on_one_net_before_global_route_repair 52 \
    cts_tree "built" \
    most_common_flop_cell_mapped_by_yosys "sky130_fd_sc_hd__dfrtp_1" \
    synth.distinct_cells 56 \
    numCtsBuffers 5 \
    cts.repair_timing.setup_buffer_count 0 \
    groute.layer.met2.usage_pct 39.28 \
    total_number_of_clock_tree_sinks 51 \
    switching_share_pct 30.54 \
    vias_per_cell 5.694 \
    hold_path_startpoint "current_state[0]" \
    ys_warn_count 2 \
    rsz0062_at_grt "false" \
    fin_tns_setup_ns 0 \
]
[final timing paths]
path | to | slack (ns)
setup / recovery | result_valid_o | 1.55
hold / removal | current_state[0] | 0.48
setup reg to reg | i_M_counter.count_o[11] | 6.52
hold reg to reg | current_state[0] | 0.48
max in group asynchronous | i_M_counter.count_o[4] | 7.11
min in group asynchronous | i_N_counter.count_o[15] | 1.63
[critical path, delay by kind of cell]
kind                     cells  cell delay [ns]
buffers and inverters        2             0.89
XOR/XNOR                     1             0.18
adder cells (fa/ha/maj)      1             0.30
AND-OR/OR-AND                2             0.50
AND/OR/NAND/NOR              7             2.09
[area by class of cell]
type / instances / area (um2)
flip-flops and latches: 51 / 1277
inverters: 20 / 75.07
fillers: 718 / 2999
repair buffers: 103 / 1023
clock buffers: 6 / 72.57
clock inverters: 2 / 12.51
multi-input cells: 462 / 3211
well taps: 108 / 135.1
[layer usage]
layer	share of wire, %	routed length, um	up-vias
li1	-	-	2171
met5	0	0	-
met1	48	5359	1979
met4	1.5	163	0
met3	4.7	523	13
met2	46	5100	119
[cells by family after synthesis]
kind of cell | Yosys count | synth area share [%]
AND/OR/NAND/NOR | 261 | 30.07
AND-OR/OR-AND | 70 | 10.18
adder cells (fa/ha/maj) | 57 | 15.55
multiplexers | 2 | 0.4638
buffers and inverters | 25 | 2.128
flip-flops | 51 | 27.86
XOR/XNOR | 72 | 13.75
[state kept, by name, summed over array words and instances, names as in the netlist]
register	flops
current_state	3
i_K_counter.count_o	16
i_M_counter.count_o	16
i_N_counter.count_o	16
[synthesized netlist by cell type (14+ instances only)]
cell / instances
sky130_fd_sc_hd__o21ai_0: 14
sky130_fd_sc_hd__a21oi_1: 23
sky130_fd_sc_hd__nand2_1: 57
sky130_fd_sc_hd__dfrtp_1: 50
sky130_fd_sc_hd__inv_1: 20
sky130_fd_sc_hd__xnor2_1: 42
sky130_fd_sc_hd__nand3_1: 21
sky130_fd_sc_hd__nand4_1: 22
sky130_fd_sc_hd__nor3_1: 26
sky130_fd_sc_hd__nor2_1: 64
sky130_fd_sc_hd__xor2_1: 30
sky130_fd_sc_hd__nor4_1: 22
sky130_fd_sc_hd__ha_1: 57
[per-stage QoR]
| step | power (mW) | setup WS [ns] | hold WS, ns | util, % | cells |
|---|---|---|---|---|---|
| after floorplan | 0.3270 | 2.925 | 0.4558 | - | 538 |
| after global placement | 0.4030 | 1.616 | 0.4744 | 64.98 | 744 |
| after detailed placement | 0.4034 | 1.602 | 0.4723 | 64.98 | 744 |
| after CTS | 0.5320 | 1.565 | 0.4889 | 65.94 | 752 |
| after global routing | 0.5642 | 1.232 | 0.5528 | 65.94 | 752 |
| final | 0.5284 | 1.549 | 0.4845 | 65.94 | 752 |
[power by group through the flow]
stage / registers (mW) / logic, mW / clock network, mW
finish: 0.262 / 0.139 / 0.128
CTS: 0.261 / 0.140 / 0.131
global route: 0.265 / 0.159 / 0.141
No activity file was given, so power comes from the tool's default toggle rates.
